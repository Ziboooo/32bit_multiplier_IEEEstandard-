--- flow/config.mk ---
export PLATFORM = sky130hd
export DESIGN_NAME = fpmultiplier
export DESIGN_NICKNAME = fpmultiplier
export VERILOG_FILES = /design/flow/design.v
export SDC_FILE = /design/flow/constraint.sdc
export NUM_CORES = 4
export LEC_CHECK = 1
export CORE_UTILIZATION = 40
--- flow/constraint.sdc ---
current_design fpmultiplier

set clk_period 17.8
set clk_io_pct 0.2

create_clock -name clk0 -period $clk_period [get_ports {clock}]

set non_clock_inputs [all_inputs -no_clocks]
set_input_delay [expr $clk_period * $clk_io_pct] -clock clk0 $non_clock_inputs
set_output_delay [expr $clk_period * $clk_io_pct] -clock clk0 [all_outputs]
--- flow/design.v ---
module fpmultiplier (output logic [31:0] product, output logic ready,
		input logic [31:0] a, input logic clock, nreset);
enum {activation, start, loada, loadb, check, special, regularcalculation,carries, final_output}state;
logic [31:0] multi_a, multi_b;
logic [47:0] manti_48bit;
logic [22:0] manti_23bit; 
logic [7:0] expon; 
logic sign;
logic infinite_a,NaN_a,zero_a,infinite_b,NaN_b,zero_b; 
assign  infinite_a = (multi_a[30:23]==8'b11111111)&&(multi_a[22:0]==0);
assign  NaN_a = (multi_a[30:23]==8'b11111111)&&(multi_a[22:0]!=0);
assign  zero_a = (multi_a[30:23]==0)&&(multi_a[22:0]==0);
assign  infinite_b = (multi_b[30:23]==8'b11111111)&&(multi_b[22:0]==0);
assign  NaN_b = (multi_b[30:23]==8'b11111111)&&(multi_b[22:0]!=0);
assign  zero_b = (multi_b[30:23]==0)&&(multi_b[22:0]==0); 
always_ff @(posedge clock, negedge nreset)
if (~nreset)
  begin 
  product <=0;
  multi_a <= 0;
  multi_b <= 0;
  state <= start;
  ready <= 0;
  end
else
begin 
  case (state)
    activation:
           begin
           ready <=1;
           end
    start: 
           begin
           ready <= 0;
           state <= loada;
           end
    loada: 
           begin 
           multi_a <= a;
           state <= loadb;
           end
    loadb: 
           begin
           multi_b <= a;
           state <= check;        
           end
    check:
           begin
           sign <= multi_a[31]^multi_b[31];
           if(NaN_a||infinite_a||zero_a||NaN_b||infinite_b||zero_b)
           state <= special;
           else
           state <= regularcalculation;
           end
    special:
           begin
            state <= final_output;
            if (NaN_a||NaN_b) 
              begin
              expon <= 8'b11111111;
              manti_23bit <= 1;
              end
            else if (infinite_a||infinite_b) 
              begin
              if (zero_a|zero_b)  
                begin
                expon <= 8'b11111111;
                manti_23bit <= 1;  
                end
              else 
                begin
                expon <= 8'b11111111;
                manti_23bit <= 0;
                end
              end
            else 
              begin 
              expon <= 8'b00000000;
              manti_23bit <= 0;
              end
           end
    regularcalculation:
           begin
           state <= carries;
           sign <= multi_a[31]^multi_b[31];
           manti_48bit <= {1'b1, {multi_a[22:0]}}*{1'b1, {multi_b[22:0]}};
           expon <= multi_a[30:23]+multi_b[30:23]-127; 
           end 
    carries:
           begin 
           state <= final_output;
           if (manti_48bit[47]==1)  
             begin
             expon <= expon + 1'b1; 
             manti_48bit <= manti_48bit>>1|{{25{1'b0}},1'b1,{22{1'b0}}}; 
             end
           else
             begin  
             manti_48bit <= manti_48bit|{{25{1'b0}},1'b1,{22{1'b0}}}; 
             end
           end
    final_output:
           begin 
           ready <= 1;
           state <= start;        
           if (NaN_a||infinite_a||zero_a||NaN_b||infinite_b||zero_b)
             product <= {sign,expon,manti_23bit};
           else if (manti_48bit[47]==1)
             product <= {sign,expon+1'b1,manti_48bit[46:24]};
           else 
             product <= {sign,expon,manti_48bit[45:23]};
           end 
  endcase
end
endmodule
--- flow/run.sh ---
#!/bin/bash
# OpenROAD 26Q1-2900-gdf79404cd8, Yosys 0.63+post, stock flow scripts
make -C /OpenROAD-flow-scripts/flow DESIGN_CONFIG=/design/flow/config.mk WORK_HOME=/design/flow/orfs finish
==> out/metrics.cfg <==
[timing]
hold_violations=0
rsz0062_at_grt=false
setup_viol=0
worst_slew_pin_slew_ps=950
clock_skew_ps=17.5
report.final.slew_viol_count=0
hold_ws_ps=404
max_freq_mhz=125
min_period_ps=8020
maxSlewHeadroom_pct=36.7
timing.final.crit_share_pct=45.0
setup_tns_ps=0

[critical_path]
critPathKind=reg2reg
arrival_ps=8240
reg2reg_depth=24
cp_max_fo=19
endpoint_kind=flop
reg2reg_setup_slack_ps=9780
reg2reg_to=manti_48bit[47]
cp.required_ps=18030
reg2reg_from=multi_b[8]
start_kind=flop

[power_and_ir_drop]
p_int_mw=0.520
p_leak_nw=13.2
p_comb_share_pct=2.2
netSwitchingPower_mw=0.161
p_clk_share_pct=49.7
sw_frac_of_total_pct=23.6
power_density_mw_per_mm2=25.4
finalPower_mw=0.681
pwr-share-seq_pct=48.2
ir_drop_uv=84.1

[logic_synthesis]
yosys.stat.seqShare_pct=14.9
ff_type=dfrtp_1
ys_cells=2641
ys_area_mm2=0.0248
edf_count=35
synth_cells=2641
yosys_warnings=1
syn_area_mm2=0.0248
synth.avg_cell_area_um2=9.37
ys.flops=140
synth_cell_types=66
synthArstFlopShare_pct=75.0

[grt]
grt_pass1_wl_um=111000
grt-ovfl-total=0
antenna_found_initial=1
track_usage_pct=24.8
grt_max_degree=65
grt_pass1_vias=20000

[routing]
avgViaCountPerCell=5.19
ant_nets=0
drtPass1Iterations=5
drc=0
route.vias.total=17900
finalWirelength_um=68300
first_iter_violations=781
antenna_cells=0
wl_per_cell_um=19.8

[clocking]
clock_latency_ps=480
clock_sinks=140
clockBufferDepth=2
path_clk_slew_ps=60
cts_tree=built
root_buffer=clkbuf_16
htree_levels=4
post_cts_buffers=0
cts-resized-gates=0
holdBufCountCts=0
cts_buffers=17

[floorplan]
fp_util_pct=40.8
die_w_um=251
chipArea_mm2=0.0629
num_rows=90
fp.coreArea_mm2=0.0607
die_h_um=251
io_pins=67

[placed_design]
dp_cells=3412
io_buffers=66
dp_hpwl_um=51600
place.gp.congestion=0.959

[layout]
ff_latch_area_mm2=0.00368
comb_area_mm2=0.0183
final_cells=3444
fillCellCount=5652
synthToLayoutAreaGrowth_pct=8.46
drive_gt1_share_pct=6.54

[job]
log.warning_count=26
maxCapViolCount=0

[worst_hold_path]
hold_end=state[3]
holdPathStages=0
min_path_type=reg2reg
hold_start=state[0]

[outcome]
outcome=completed

[Yosys cell counts (all sizes together), types with 23 or more instances]
cell,number,area (µm²)
inv,617,2320
dfrtp,104,2600
a21o,23,173
fa,482,9650
mux2,73,822
edfxtp,35,1050
and2,239,1500
o21ai,53,265
ha,183,2290
nand2,350,1310
a21oi,54,282
clkbuf,123,463
nor2,66,250
[state kept, by name, summed over array words and instances, names as in the netlist]
signal / count
multi_a: 32
multi_b: 32
product: 32
manti_48bit: 25
expon: 8
state: 8
manti_23bit: 1
ready: 1
sign: 1
[worst max-delay path by stage]
stage	slack, ps	from	cells after the start	end
5_1_grt	9380	multi_b[8]	24	manti_48bit[47]
4_1_cts	9910	multi_b[8]	24	manti_48bit[47]
6_report	9780	multi_b[8]	24	manti_48bit[47]
[cell usage in the layout, fill, tap and decap left out, drive strengths merged, types with 5 or more instances in the layout]
cell,instances
xnor2,17
buf,55
mux2,73
ha,183
nor2b,8
clkbuf,19
edfxtp,35
dfrtp,104
o22ai,22
and3,15
nor2,66
nand3,16
a21oi,54
o31ai,8
a221o,8
inv,621
nor4,12
xor2,20
nand4,16
o21a,7
a21o,23
nor3,9
and2,239
or4,6
o21bai,5
fa,482
o21ai,53
clkinv,9
nand2,350
clkdlybuf4s50,65
[cell type report]
type	count	area share (%)
inverter	619	8.65
multi-input combinational	1751	68.0
clock buffer	19	1.69
tap	782	3.64
timing repair buffer	120	3.96
clock inverter	13	0.326
sequential	140	13.7
[per-layer routing]
layer  wire length, µm  global-route usage, %  share of wire [%]
met1             26700                   33.0                 39
met2             31800                   38.2                 47
met3              7480                   11.2                 11
met4              2240                   6.54                3.3
met5                76                  0.772               0.11
[power by group through the flow]
stage                 combinational, mW  sequential (mW)  clock (mW)
after CTS                        0.0154            0.328       0.351
after global routing             0.0163            0.328       0.360
final                            0.0147            0.328       0.338
[worst max-delay path, stage by stage, from the launching register on]
cell and delay [ps]:
dfrtp_1 800, clkinv_1 510, nor2_1 250, fa_1 460, fa_1 520, inv_1 50
fa_1 480, inv_1 50, fa_1 500, inv_1 50, fa_1 520, inv_1 50
fa_1 470, inv_1 50, fa_1 470, inv_1 40, ha_1 300, and3_1 210
nand3_1 130, o21ai_0 190, a31o_2 280, a31oi_1 410, o211ai_1 330, a41oi_1 300
mux2_1 330
[metrics by stage]
stage / area [µm²] / setup WS (ps) / utilization (%)
after global routing: 26800 / 9380 / 44.2
after floorplan: 24800 / 10950 / -
after detailed placement: 26300 / 9940 / 43.3
final: 26800 / 9780 / 44.2
after global placement: 26300 / 10010 / 43.3
after CTS: 26800 / 9910 / 44.2
[kinds of logic after synthesis]
kind of cell / count (synthesis) / share of synthesized area (%)
AOI/OAI and AO/OA: 220 / 5.93
xor gates and xnor gates: 37 / 1.31
adders and majority gates: 665 / 48.2
buffers and inverters: 750 / 11.4
DFF: 140 / 14.9
muxes: 77 / 3.48
and+or+nand+nor: 752 / 14.8
No activity file was given, so power comes from the tool's default toggle rates.
